--- flow/run.sh ---
#!/bin/bash
# OpenROAD 26Q1-2900-gdf79404cd8, Yosys 0.63+post, stock flow scripts
make -C /OpenROAD-flow-scripts/flow DESIGN_CONFIG=/design/flow/config.mk WORK_HOME=/design/flow/orfs finish
--- flow/config.mk ---
export PLATFORM = sky130hd
export DESIGN_NAME = clock_divider
export DESIGN_NICKNAME = clock_divider
export VERILOG_FILES = /design/flow/design.v
export SDC_FILE = /design/flow/constraint.sdc
export NUM_CORES = 4
export LEC_CHECK = 1
export CORE_UTILIZATION = 50
--- flow/constraint.sdc ---
current_design clock_divider

set clk_period 12.6
set clk_io_pct 0.2

create_clock -name clk0 -period $clk_period [get_ports {clk}]

set non_clock_inputs [all_inputs -no_clocks]
set_input_delay [expr $clk_period * $clk_io_pct] -clock clk0 $non_clock_inputs
set_output_delay [expr $clk_period * $clk_io_pct] -clock clk0 [all_outputs]
--- flow/design.v ---
module clock_divider (
    input logic clk,
	input logic reset,
    input [31:0] divisor,
    output logic clk_out
);
logic [31:0] count;
logic [31:0] base_clock;
assign base_clock = 50000000;  
always_ff @(posedge clk) begin
    if (reset) begin
        count <= 32'd0;
        clk_out <= 0;
    end
    else begin
        count <= count + 1;
        if (count >= divisor - 1) begin
            count <= 32'd0;
        end
        clk_out <= (count < divisor / 2) ? 1'b1 : 1'b0;
    end
end
endmodule
==> notes.md <==
• **signal arrival time at the worst endpoint** 6.70 ns
• **global-route wire length before repair** 12.0 mm
• **power share of the sequential group** 42.4%
• **kind of path behind the tightest hold check** register to register
• **unrepaired setup endpoints after global routing** no
• **maxcap violations** 0
• **Leak** 1.74 nW
• **CP Class** primary input to register
• **Skew-Pair Late Insertion Delay** 0.28 ns
• **CTS tree** built
• **DRC violations left** 0
• **post-detail-place hpwl** 5.69 mm
• **skew final** 0.00545 ns
• **synthesized cell area** 0.00335 sq mm
• **htree depth** 2
• **number of vias after detailed routing** 2859
• **endpoint type of the worst setup path** register
• **Worst Max-Slew Pin Slew** 0.779 ns
• **total CTS buffers** 5
• **number of warnings printed during yosys synthesis** 1
• **maximum number of pins on one net before global-route repair** 33
• **fraction of final layout cells sized beyond drive strength 1** 4.16%
• **clk slew on worst S/H paths** 0.07 ns
• **data required time at the worst endpoint** 12.75 ns
• **average detailed-routed wire length per instance** 12.9 microns
• **Filler cells** 582
• **cell resize tally after clock tree synthesis** 0
• **DRC violation total after the first TritonRoute iteration** 84
• **vias in the first global route** 2640
• **instance count of the mapped netlist** 418
• **post-route worst hold slack** 0.527 ns
• **combinational fraction of design power** 17.0%
• **DIE WIDTH** 83.9 microns
• **via-per-instance ratio** 5.35
• **count of distinct cell types in the synthesized netlist** 38
• **internal portion of total power** 192 uW
• **Yosys Chip Area** 0.00335 sq mm
• **post-CTS setup buffer count** 0
• **area taken by flip-flops and latches** 661 sq um
• **number of I/O pins** 35
• **maximum vdd drop** 0.0000435 V
• **area of the core** 0.00642 sq mm
• **initial cell density of the core** 52.2%
• **outcome** complete, no violations
• **number of pins exceeding their max-slew limit in the final report** 0
• **antenna-violating nets left** 0
• **number of optimization iterations in the first detailed-route pass** 20
• **number of port buffers** 34
• **maximum achievable frequency** 153 MHz
• **areal power density over the cells** 64.7 mW/mm^2
• **overall overflow remaining after global route** 0
• **Comb gate area** 0.00255 sq mm
• **number of warning messages in the logs** 26
• **worst relative slew slack** 47.7%
• **global-route usage over all layers** 21.3%
• **Antenna Diode Count** 0
• **count of endpoints failing hold in the final timing report** 0
• **CTS Sinks** 33
• **part of the cycle the worst path needs** 52.0%
• **syn_area_per_cell** 8.03 sq um
• **WL final** 6.87 mm
• **total chip power** 252 uW
• **Vert. Die Dim** 83.9 microns
• **power spent charging and discharging nets** 60.3 uW
• **site row count** 29
• **number of failing setup endpoints in the final timing report** 0
• **RD Place Congestion** 0.857
• **number of flip-flops and latches in the synthesized netlist** 33
• **Setup crit start kind** primary input
• **part of the total power dissipated in the clock network** 40.5%
• **root buf cell** sky130_fd_sc_hd__clkbuf_8
• **hold-fix buffer count after cts** 0
• **accumulated negative setup slack** 0 ns
• **Sw Share** 23.9%
• **area grow syn2layout** 16.2%
• **number of standard cells reported by yosys** 418
• **Worst Path Max Fanout** 32
• **fin crit period** 6.55 ns
• **Chip Area** 0.00704 sq mm
• **sequential fraction of the synthesis area** 19.7%
• **antenna violations before repair** 0
• **maximum buffer depth of the clock tree** 2
[flip-flops by register name, indices dropped and copies added (netlist names)]
| name | flops |
|---|---|
| clk_out | 1 |
| count | 32 |
[power groups by stage]
stage	combinational [mW]	sequential [mW]	clock, mW
CTS	0.0435	0.107	0.105
finish	0.0430	0.107	0.102
global route	0.0494	0.107	0.109
[final timing paths]
path / from / endpoint / slack (ns) / cells past startpoint
setup / recovery: divisor[5] / count[17] / 6.05 / 14
hold reg to reg: count[0] / count[0] / 0.53 / 1
setup reg to reg: count[0] / count[17] / 10.11 / 8
hold / removal: count[0] / count[0] / 0.53 / 1
[metrics by stage]
stage | util [%] | area, sq um | std cells | setup WS (ns)
4_1_cts | 60.7 | 3900 | 534 | 6.01
3_3_place_gp | 58.9 | 3780 | 526 | 5.68
6_report | 60.7 | 3900 | 534 | 6.05
5_1_grt | 60.7 | 3900 | 534 | 5.73
2_1_floorplan | - | 3350 | 418 | 6.87
3_5_place_dp | 58.9 | 3780 | 526 | 5.70
[per-layer routing]
| metal | track usage, % | share of wire [%] |
|---|---|---|
| met5 | 0 | 0 |
| met4 | 1.57 | 1.4 |
| met3 | 2.21 | 2.5 |
| met2 | 35.2 | 45 |
| met1 | 31.7 | 51 |
[layout by cell type (no fill, tap or decap), types with 9 or more instances in the layout]
| master | count |
|---|---|
| sky130_fd_sc_hd__nand4_1 | 11 |
| sky130_fd_sc_hd__nor2_1 | 56 |
| sky130_fd_sc_hd__nand2_1 | 33 |
| sky130_fd_sc_hd__nand3_1 | 20 |
| sky130_fd_sc_hd__ha_1 | 64 |
| sky130_fd_sc_hd__xor2_1 | 14 |
| sky130_fd_sc_hd__a21o_1 | 10 |
| sky130_fd_sc_hd__xnor2_1 | 44 |
| sky130_fd_sc_hd__inv_1 | 35 |
| sky130_fd_sc_hd__dfxtp_1 | 33 |
| sky130_fd_sc_hd__nor3_1 | 9 |
| sky130_fd_sc_hd__o21ai_0 | 9 |
| sky130_fd_sc_hd__a21oi_1 | 24 |
| sky130_fd_sc_hd__clkdlybuf4s50_1 | 34 |
[worst max-delay path, stage by stage]
cell and delay, ns:
sky130_fd_sc_hd__clkdlybuf4s50_1 0.47, sky130_fd_sc_hd__or4_4 0.56, sky130_fd_sc_hd__nand2b_4 0.19, sky130_fd_sc_hd__or3_4 0.41, sky130_fd_sc_hd__nor3_1 0.53, sky130_fd_sc_hd__nand2_1 0.13
sky130_fd_sc_hd__xnor2_1 0.16, sky130_fd_sc_hd__ha_1 0.31, sky130_fd_sc_hd__and4_1 0.20, sky130_fd_sc_hd__nor4b_1 0.33, sky130_fd_sc_hd__nand2_1 0.09, sky130_fd_sc_hd__o211ai_1 0.10
sky130_fd_sc_hd__a31o_2 0.55, sky130_fd_sc_hd__nor2_1 0.11
[synthesized netlist by cell type]
library cell,n,area [sq um]
sky130_fd_sc_hd__a2111oi_0,2,17.5
sky130_fd_sc_hd__a211oi_1,2,15.0
sky130_fd_sc_hd__a21o_1,10,75.1
sky130_fd_sc_hd__a21oi_1,24,120
sky130_fd_sc_hd__a221o_1,1,10.0
sky130_fd_sc_hd__a221oi_1,1,8.76
sky130_fd_sc_hd__a31o_2,1,8.76
sky130_fd_sc_hd__a31oi_1,1,6.26
sky130_fd_sc_hd__and2_1,1,6.26
sky130_fd_sc_hd__and3_1,7,43.8
sky130_fd_sc_hd__and4_1,8,70.1
sky130_fd_sc_hd__clkbuf_1,3,11.3
sky130_fd_sc_hd__dfxtp_1,33,661
sky130_fd_sc_hd__ha_1,64,801
sky130_fd_sc_hd__inv_1,35,131
sky130_fd_sc_hd__nand2_1,33,124
sky130_fd_sc_hd__nand2b_1,2,12.5
sky130_fd_sc_hd__nand2b_4,1,13.8
sky130_fd_sc_hd__nand3_1,20,100
sky130_fd_sc_hd__nand3_4,1,17.5
sky130_fd_sc_hd__nand4_1,11,68.8
sky130_fd_sc_hd__nand4b_1,1,8.76
sky130_fd_sc_hd__nor2_1,56,210
sky130_fd_sc_hd__nor3_1,9,45.0
sky130_fd_sc_hd__nor3_2,2,20.0
sky130_fd_sc_hd__nor3b_2,2,25.0
sky130_fd_sc_hd__nor4_1,4,25.0
sky130_fd_sc_hd__nor4_4,1,21.3
sky130_fd_sc_hd__nor4b_1,1,8.76
sky130_fd_sc_hd__o211ai_1,3,22.5
sky130_fd_sc_hd__o21a_1,1,7.51
sky130_fd_sc_hd__o21ai_0,9,45.0
sky130_fd_sc_hd__or3_1,4,25.0
sky130_fd_sc_hd__or3_4,1,11.3
sky130_fd_sc_hd__or4_1,2,15.0
sky130_fd_sc_hd__or4_4,3,33.8
sky130_fd_sc_hd__xnor2_1,44,385
sky130_fd_sc_hd__xor2_1,14,123
[cell type report]
type,instances,area share (%)
clock buffer,7,2.22
clock inverter,1,0.771
inverter,35,3.37
multi-input combinational,347,65.5
sequential,33,17.0
tap,77,2.47
timing repair buffer,34,8.73
[cells by family after synthesis]
group / synth area share, %
xor gates and xnor gates: 15.1
adders and majority gates: 23.9
buffers and inverters: 4.25
AOI/OAI and AO/OA: 10.0
DFF: 19.7
and+or+nand+nor: 27.0
Power is estimated from default activity; no workload was simulated.
