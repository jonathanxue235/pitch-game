==> design/flow/design.v <==
module butterfly #(parameter WIDTH=32) (
	input logic signed [WIDTH-1:0] A,
	input logic signed [WIDTH-1:0] B,
	input logic signed [WIDTH-1:0] W,
	output logic signed [WIDTH-1:0] out0,
	output logic signed [WIDTH-1:0] out1
);
	 localparam HALF = WIDTH/2;
    logic signed [HALF-1:0] A_r, A_i;
    logic signed [HALF-1:0] B_r, B_i;
    logic signed [HALF-1:0] W_r, W_i;
    assign A_r = A[WIDTH-1:HALF];
    assign A_i = A[HALF-1:0];
	 assign B_r = B[WIDTH-1:HALF];
    assign B_i = B[HALF-1:0];
    assign W_r = W[WIDTH-1:HALF];
    assign W_i = W[HALF-1:0];
    logic signed [2*HALF-1:0] mult_r;
    logic signed [2*HALF-1:0] mult_i;
    assign mult_r = (W_r * B_r) - (W_i * B_i);
    assign mult_i = (W_i * B_r) + (W_r * B_i);
    logic signed [HALF-1:0] BW_r;
    logic signed [HALF-1:0] BW_i;
    assign BW_r = mult_r[2*HALF-2:HALF-1];
    assign BW_i = mult_i[2*HALF-2:HALF-1];
    assign out0 = {
        A_r + BW_r,
        A_i + BW_i 
    };
    assign out1 = {
        A_r - BW_r,
        A_i - BW_i 
    };
endmodule
==> design/flow/run.sh <==
#!/bin/bash
# OpenROAD 26Q1-2900-gdf79404cd8, Yosys 0.63+post, stock flow scripts
make -C /OpenROAD-flow-scripts/flow DESIGN_CONFIG=/design/flow/config.mk WORK_HOME=/design/flow/orfs finish
==> design/flow/config.mk <==
export PLATFORM = sky130hd
export DESIGN_NAME = butterfly
export DESIGN_NICKNAME = butterfly
export VERILOG_FILES = /design/flow/design.v
export SDC_FILE = /design/flow/constraint.sdc
export NUM_CORES = 4
export LEC_CHECK = 1
export CORE_UTILIZATION = 50
==> design/flow/constraint.sdc <==
current_design butterfly

set clk_period 36.1
set clk_io_pct 0.2

create_clock -name clk0 -period $clk_period

set non_clock_inputs [all_inputs -no_clocks]
set_input_delay [expr $clk_period * $clk_io_pct] -clock clk0 $non_clock_inputs
set_output_delay [expr $clk_period * $clk_io_pct] -clock clk0 [all_outputs]
==> flow_summary.toml <==
# implementation run metrics
[run_status]
outcome = "finished clean"

[sta]
rsz0062_at_grt = "no"
worst_slack_ns = 11.53
hold_viol_final = 0
maxSlewHeadroom = 0.5374
max_freq_mhz = 40.70
fin_crit_sh = 0.6806
fin_setup_tns_ns = 0
slew_viol_final = 0
min_period_ns = 24.57
tightest_slew_ns = 0.6849
setup_viol = 0
timing.hold.ws_ns = 15.48

[setup_path]
path_class = "input pin to primary output"
endpoint_kind = "primary output"
cp.required_ns = 28.88
worstPathMaxFanout = 19
start_kind = "input pin"
cp_common_cell = "fa_1"
worstPathArrival_ns = 17.35
slowest_stage = "clkdlybuf4s50_1"
max_stage_delay_ns = 0.87

[detailed_routing]
first_iter_violations = 895
drc = 0
wl_per_cell_microns = 16.44
first_pass_iters = 5
routed_via_density = 4.939
detail-route-antenna-nets = 0
wl_microns = 91430
vias = 27480

[logic_synthesis]
syn_avg_cell_area_sq_um = 9.219
synth.distinct_cells = 64
post-synth-top-area-fraction = 0.5449
synthXorXnorAreaFrac = 0.03321
ys_seq_frac = 0
synth.most_common_cell = "inv_1"
yosysChipArea_sq_um = 41260
topCombFamilyByArea = "adder cells"
synthCells = 4475
top_cells_by_count = "1295 x inv_1, 1123 x fa_1, 537 x and2_1"
ys_sh_mux = 0
yosysTopAreaCell = "fa_1"
synth.area.top_cells = "fa_1 54%, inv_1 12%, ha_1 11%, and2_1 8.1%, nand2_1 4.0%"
synth_area_sq_um = 41260
ys.warnings.count = 0
fa_ha_area_frac = 0.6553
simple_gate_area_frac = 0.1424
synthAoiAreaFrac = 0.03242
synth_stat.cells = 4475

[hold_path]
hp-class = "input pin to primary output"

[grt]
use_met2 = 0.4218
grt.overflow.total = 0
grt_util_met3 = 0.07251
grt_max_degree = 34
met1_usage = 0.3922
busiest_layer = "met2"
grt.total_usage = 0.2617
antenna_found_initial = 3
grt_pass1_wl_microns = 157900
grt_pass1_vias = 30440

[floorplan]
core_area_sq_um = 81070
rows = 104
initCoreUtil = 0.5089
io_pins = 160
die_area_sq_um = 83670
die_w_microns = 289.3
die_y_microns = 289.3

[placement]
place_inst = 5562
post-place-ws_ns = 11.53
dp_hpwl_microns = 71990
numPortBuffers = 160
placed_area_sq_um = 43940
place_congestion = 0.8838

[final_layout]
n_fill_cell = 7534
area_delta_synth_final_pct = 6.499
layout.cells.non_filler = 5563
final_util = 0.5420
regArea_sq_um = 0
ff_count = 0
fin_area_sq_um = 43940
clockBufferCount = 0
drive_above_1_share = 0.02066

[job]
maxCapViolations = 0
warning_count = 77

[clock_network]
cts-resized-gates = 0
hold_buffers = 0
postCtsSetupBuffers = 0
==> kinds of logic after synthesis <==
family                     count (synthesis)
buffers and inverters                   1500
and+or+nand+nor                         1142
adders and majority gates               1487
xor gates and xnor gates                 153
AOI/OAI and AO/OA                        193
==> layout by cell type, fill, tap and decap left out, drive strengths merged, types with 44 or more instances in the layout <==
| cell | count |
|---|---|
| ha | 364 |
| a21oi | 58 |
| xnor2 | 107 |
| nor2 | 73 |
| clkdlybuf4s50 | 160 |
| fa | 1123 |
| inv | 1296 |
| xor2 | 44 |
| buf | 69 |
| nand2 | 435 |
| and2 | 537 |
==> area by class of cell <==
| type | instances | area [sq um] | area share |
|---|---|---|---|
| diodes | 1 | 2.502 | 0.00005695 |
| inverters | 1298 | 4872 | 0.1109 |
| repair buffers | 229 | 2120 | 0.04824 |
| multi-input cells | 2975 | 35620 | 0.8106 |
| well taps | 1060 | 1326 | 0.03018 |
==> per-layer routing <==
layer  share of wire  up-vias
li1                -    12680
met4           0.015        4
met2            0.50      735
met5         0.00024        -
met3           0.072       54
met1            0.41    14000
==> critical path: cells and delay by family <==
| kind | cells | cell delay, ns |
|---|---|---|
| fa+ha+maj | 11 | 4.44 |
| compound gates | 15 | 3.07 |
| buf+inv | 8 | 2.05 |
| simple gates | 3 | 0.36 |
| xor+xnor | 1 | 0.16 |
==> path summary, 6_finish.rpt <==
kind                  slack (ns)  depth (start not counted)  start        to
worst min-delay path       15.48                          5   A[0]   out0[0]
worst max-delay path       11.53                         38   W[4]  out1[30]
