===== design.v =====
module collision (
    input logic [9:0] bird_x,
    input logic [9:0] bird_y,
    input logic [9:0] bird_width,
    input logic [9:0] bird_height,
    input logic [9:0] pipe_x,
    input logic [9:0] pipe_width,
	 input logic [9:0] pipe_height,
    input logic [9:0] pipe_y_top,
    input logic [9:0] pipe_y_bot,
    output logic collided
);
logic [9:0] bird_bot;
logic [9:0] bird_top;
logic [9:0] bird_left;
logic [9:0] bird_right;
logic [9:0] pipe_bot;
logic [9:0] pipe_top;
logic [9:0] pipe_left;
logic [9:0] pipe_right;
assign bird_bot = bird_y + bird_height;
assign bird_top = bird_y - bird_height;
assign bird_left = bird_x - bird_width;
assign bird_right = bird_x + bird_width;
assign pipe_bot = pipe_y_bot + pipe_height;
assign pipe_top = pipe_y_top - pipe_height;
assign pipe_left = pipe_x - pipe_width;
assign pipe_right = pipe_x + pipe_width;
always_comb begin
    if ((bird_bot > pipe_bot || bird_top < pipe_top) && ((pipe_left < bird_right && bird_right < pipe_right) || (pipe_left < bird_left && bird_left < pipe_right))) begin
        collided = 1;
    end else begin
        collided = 0;
    end
end 
endmodule

===== run.sh =====
#!/bin/bash
# OpenROAD 26Q1-2900-gdf79404cd8, Yosys 0.63+post, stock flow scripts
make -C /OpenROAD-flow-scripts/flow DESIGN_CONFIG=/design/flow/config.mk WORK_HOME=/design/flow/orfs finish

===== config.mk =====
export PLATFORM = sky130hd
export DESIGN_NAME = collision
export DESIGN_NICKNAME = collision
export VERILOG_FILES = /design/flow/design.v
export SDC_FILE = /design/flow/constraint.sdc
export NUM_CORES = 4
export LEC_CHECK = 1
export CORE_UTILIZATION = 40

===== constraint.sdc =====
current_design collision

set clk_period 9.9
set clk_io_pct 0.2

create_clock -name clk0 -period $clk_period

set non_clock_inputs [all_inputs -no_clocks]
set_input_delay [expr $clk_period * $clk_io_pct] -clock clk0 $non_clock_inputs
set_output_delay [expr $clk_period * $clk_io_pct] -clock clk0 [all_outputs]

==> results.py <==
# Auto-generated metrics
metrics = {
    "sta": {
        "worst_slack_ns": 1.56,
        "fin_crit_ns": 8.34,
        "finalSetupViolCount": 0,
        "worst_pin_slew_ns": 0.592,
        "hold_viol": 0,
        "slew_headroom_pct": 60.3,
        "fmax_ghz": 0.120,
        "rsz0062_at_grt": "no",
        "finalSetupTns_ns": 0,
        "finalMaxSlewViolations": 0,
        "fin_crit_sh_pct": 84.3,
    },
    "run_status": {
        "outcome": "completed",
    },
    "final_layout": {
        "regArea_um2": 0,
        "drive_above_1_share_pct": 2.57,
        "fillers": 1001,
        "nClkBuffers": 0,
        "flops": 0,
        "syn2layout_area_growth_pct": 24.5,
    },
    "place": {
        "detailed_place_hpwl_mm": 7.95,
        "place_congestion": 0.880,
        "dp_slack_ns": 1.64,
        "port-buffer-count": 91,
    },
    "setup_path": {
        "required_ns": 7.92,
        "path_buffers": 3,
        "cp_top_family": "AND-OR/OR-AND gates",
        "critPathArrivalTime_ns": 6.36,
        "slowest_stage": "clkdlybuf4s50_1",
        "setup.worst_path.end": "collided",
        "crit_top_cell": "o21ai_0",
        "setup.worst_path.start": "bird_height[1]",
        "path_cells": "clkdlybuf4s50_1 > inv_1 > ha_1 > nor2b_1 > o21ai_0 > a21boi_0 > o21ai_0 > a21oi_1 > o21ai_0 > o211ai_1 > ha_1 > a211o_1 > nor4_1 > nor4_1 > a2111oi_0 > o2bb2ai_2 > clkdlybuf4s50_1",
        "cp.depth": 17,
        "worstPathMaxFanout": 4,
        "critPathKind": "input port to output port",
        "endpoint_kind": "output port",
        "critical_path.startpoint_type": "input port",
        "critPathMaxStageDelay_ns": 0.57,
    },
    "detailed_routing": {
        "vias": 3831,
        "wl_per_cell_um": 11.1,
        "dr.max_layer_used": "met3",
        "routed_via_density": 4.81,
        "drtAntennaViolNets": 0,
        "dr.first_iter.drc_count": 114,
        "dr.pass1.iters": 4,
        "dr_wl_met3_um": 340,
        "met2_wirelength_mm": 3.39,
        "drt_wl_total_mm": 8.85,
        "met1_length_mm": 5.12,
        "drcViolationCount": 0,
        "antenna_cells": 0,
    },
    "logic_synthesis": {
        "synthTopCellsByArea": "ha_1, inv_1, xnor2_1, a21oi_1, xor2_1",
        "xor_share_pct": 11.8,
        "yosysTopAreaCellShare_pct": 35.8,
        "netlist_area_um2": 4300,
        "synth.distinct_cells": 55,
        "synthMuxAreaShare_pct": 0.699,
        "synth_area_per_cell_um2": 7.46,
        "aoi_share_pct": 22.5,
        "yosys_area_um2": 4300,
        "logic_family": "adder cells",
        "yosysTopAreaCell": "ha_1",
        "ys_seq_share_pct": 0,
        "synth_cells": 576,
        "ys_cells": 576,
        "synth-warning-count": 1,
        "adder_share_pct": 40.3,
        "ys_sh_simple_pct": 15.7,
    },
    "power_and_ir_drop": {
        "power_density_nw_per_um2": 78.4,
        "switching_power_uw": 212,
        "internal_power_uw": 207,
        "power.clock.fraction_pct": 0,
        "swShare_pct": 50.7,
        "p_leak_uw": 0.00268,
        "ir_drop_v": 0.0000530,
        "seq_power_share_pct": 0,
        "comb_power_share_pct": 100.0,
    },
    "grt": {
        "track_usage_pct": 16.1,
        "grt_overflow_total": 0,
        "grt_pass1_vias": 3491,
        "antenna_found_initial": 0,
        "grt_max_degree": 11,
        "grt_pass1_wl_mm": 15.0,
    },
    "floorplanning": {
        "dieHeight_um": 106,
        "pin_count": 91,
        "die_x_um": 106,
        "die-area_um2": 11200,
        "rows": 37,
        "initCoreUtil_pct": 41.4,
        "core_um2": 10400,
    },
    "clock_tree": {
        "cts_resized": 0,
        "post_cts_buffers": 0,
        "cts.hold.buffers_added": 0,
    },
    "worst_hold_path": {
        "hold_class": "input port to output port",
        "hold_start": "bird_width[8]",
    },
    "flow_run": {
        "tool_warnings": 59,
        "maxCapViolCount": 0,
    },
}
## placed cells by master (no fill, tap or decap), types with 3 or more instances in the layout
master           instances
a211o_1                  3
a211oi_1                 6
a21boi_0                 4
a21o_1                  16
a21oi_1                 42
and2_1                   3
and3_1                   3
clkdlybuf4s50_1         91
fa_1                     8
ha_1                   123
inv_1                   94
mux2i_1                  3
nand2_1                 27
nand2b_1                14
nor2_1                  37
nor2b_1                 17
nor3_1                  16
nor4_1                   5
o211ai_1                 5
o21ai_0                 30
o21ai_1                  9
o21bai_1                 6
o31ai_1                  6
or3_1                    3
xnor2_1                 33
xor2_1                  23
## tightest hold or removal path: cells and delay by family
family                     cells  cell delay (ns)
and+or+nand+nor                1             0.10
AOI/OAI and AO/OA              3             0.36
adders and majority gates      1             0.19
buffers and inverters          3             0.88
## metal layers
layer / global-route usage, % / up-vias
met5: 0 / -
met4: 0 / 0
met3: 0.694 / 0
met2: 24.1 / 70
met1: 27.0 / 1612
li1: - / 2149
## logic make-up after synthesis
kind of cell             Yosys count
AND/OR/NAND/NOR                  135
multiplexers                       3
adder cells (fa/ha/maj)          134
buffers and inverters            101
AND-OR/OR-AND                    146
XOR/XNOR                          57
## synthesized netlist by cell type (2+ instances only)
| library cell | n |
|---|---|
| xnor2_1 | 33 |
| o21ai_1 | 9 |
| o41ai_2 | 2 |
| inv_1 | 94 |
| nor3_1 | 16 |
| mux2i_1 | 3 |
| nand3_1 | 2 |
| nor2b_1 | 17 |
| nand2_1 | 27 |
| or3_1 | 3 |
| nand4_1 | 2 |
| o21bai_1 | 6 |
| o211ai_1 | 5 |
| a2111oi_0 | 2 |
| nor2_1 | 37 |
| clkbuf_1 | 2 |
| ha_1 | 123 |
| fa_1 | 8 |
| a21boi_0 | 4 |
| a211oi_1 | 6 |
| o31ai_1 | 6 |
| o21ai_0 | 30 |
| xor2_1 | 23 |
| a21oi_1 | 42 |
| nand2b_1 | 14 |
| a211oi_2 | 2 |
| nor3b_1 | 2 |
| maj3_2 | 2 |
| a211o_1 | 3 |
| and2_1 | 3 |
| a21o_1 | 16 |
| buf_2 | 2 |
| nor4_1 | 5 |
| a21oi_2 | 2 |
| and3_1 | 3 |
## area by class of cell
cell class / instances / area (µm²) / share of cell area (%)
multi-input cells: 475 / 3910 / 73.1
repair buffers: 91 / 911 / 17.0
well taps: 136 / 170 / 3.18
inverters: 95 / 357 / 6.67
## metrics by stage
| step | util [%] | power [µW] | instances | hold WS, ns | area (µm²) |
|---|---|---|---|---|---|
| floorplan | - | 301 | 576 | 4.51 | 4300 |
| global placement | 51.6 | 415 | 797 | 5.48 | 5350 |
| detailed placement | 51.6 | 417 | 797 | 5.50 | 5350 |
| CTS | 51.6 | 423 | 797 | 5.51 | 5350 |
| global route | 51.6 | 485 | 797 | 5.61 | 5350 |
| finish | 51.6 | 419 | 797 | 5.50 | 5350 |
## power by group through the flow
stage	clock, µW	combinational [µW]	sequential [µW]
finish	0	419	0
global route	0	485	0
CTS	0	423	0
## worst min path at each step
stage	cells after the start	end	slack (ns)
CTS	8	collided	5.51
global route	7	collided	5.61
finish	8	collided	5.50
Power is estimated from default activity; no workload was simulated.
